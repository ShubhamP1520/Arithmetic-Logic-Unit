==> /design/flow/design.v <==
module alu_design #(parameter W = 8, parameter N = 4) ( 
  clock, reset, CE, INP_valid, MODE, CMD, OPA, OPB, CIN, ERR, RES, OV, COUT, G, L, E);
  input clock;
  input reset;
  input CE;                     
  input [1:0] INP_valid;       
  input MODE;                  
  input [N-1:0] CMD;           
  input [W-1:0] OPA;           
  input [W-1:0] OPB;           
  input CIN;                   
  output reg ERR;              
  output reg [2*W-1:0] RES;    
  output reg OV;               
  output reg COUT;             
  output reg G;                
  output reg L;                
  output reg E;                
parameter SHIFT_W = $clog2(W);
reg [W-1:0] opa_r, opb_r;
reg [N-1:0] cmd_r;
reg [1:0] valid_r;
reg mode_r, cin_r;
reg [2*W - 1:0] res_comb, res_t;
reg cout_comb, ov_comb, g_comb, l_comb, e_comb, err_comb;
reg [SHIFT_W-1:0] shift_amount;
always @(posedge clock or posedge reset) begin
  if (reset) begin
    opa_r   <= 0;
    opb_r   <= 0;
    cmd_r   <= 0;
    valid_r <= 0;
    mode_r  <= 0;
    cin_r   <= 0;
  end else if (CE) begin
    opa_r   <= OPA;
    opb_r   <= OPB;
    cmd_r   <= CMD;
    valid_r <= INP_valid;
    mode_r  <= MODE;
    cin_r   <= CIN;
  end
end
always @(*) begin
  res_comb  = 0;
  cout_comb = 0;
  ov_comb   = 0;
  g_comb    = 0;
  l_comb    = 0;
  e_comb    = 0;
  err_comb  = 0;
  res_t     = 0;
  if (mode_r) begin  
    case (valid_r)
      2'b01: begin  
        case (cmd_r)
          4'b0100: begin
            res_comb  = opa_r + 1;
            cout_comb = res_comb[W];
          end
          4'b0101: begin
            res_comb = opa_r - 1;
            ov_comb  = res_comb[W];
          end
          default: err_comb = 1;
        endcase
      end
      2'b10: begin  
        case (cmd_r)
          4'b0110: begin
            res_comb  = {{W{1'b0}}, opb_r + 1};
            cout_comb = res_comb[W];
          end
          4'b0111: begin
            res_comb = {{W{1'b0}}, opb_r - 1};
            ov_comb  = res_comb[W];
          end
          default: err_comb = 1;
        endcase
      end
      2'b11: begin  
        case (cmd_r)
          4'b0000: begin
            res_comb = opa_r + opb_r;
            cout_comb = res_comb[W];
          end
          4'b0001: begin
            res_comb = opa_r - opb_r;
            ov_comb = (opa_r < opb_r);
          end
          4'b0010: begin
            res_comb = opa_r + opb_r + cin_r;
            cout_comb = res_comb[W];
          end
          4'b0011: begin
            res_comb = opa_r - opb_r - cin_r;
            ov_comb = (opa_r < (opb_r + cin_r));
          end
          4'b1000: begin  
            if (opa_r == opb_r) begin
              e_comb = 1;
              g_comb = 0;
              l_comb = 0;
            end
            else if (opa_r > opb_r) begin
              e_comb = 0;
              g_comb = 1;
              l_comb = 0;
            end
            else begin
              e_comb = 0;
              g_comb = 0;
              l_comb = 1;
            end
          end
          4'b1001:   res_comb = (opa_r + 1) * (opb_r + 1);
          4'b1010: res_comb = (opa_r << 1) * opb_r;
          4'b1011: begin  
                   res_comb = $signed(opa_r) + $signed(opb_r);
                   ov_comb = (($signed(opa_r) > 0 && $signed(opb_r) > 0 && $signed(res_comb[W-1:0]) <= 0) ||
                             ($signed(opa_r) < 0 && $signed(opb_r) < 0 && $signed(res_comb[W-1:0]) >= 0));
                  if ($signed(opa_r) == $signed(opb_r)) begin
                    e_comb = 1;
                    g_comb = 0;
                    l_comb = 0;
                  end
                  else if ($signed(opa_r) > $signed(opb_r)) begin
                    e_comb = 0;
                    g_comb = 1;
                    l_comb = 0;
                  end
                  else begin
                    e_comb = 0;
                    g_comb = 0;
                    l_comb = 1;
                  end
          end
          4'b1100: begin  
                   res_comb = $signed(opa_r) - $signed(opb_r);
                   ov_comb = (($signed(opa_r) >= 0 && $signed(opb_r) < 0 && $signed(res_comb[W-1:0]) < 0) ||
                             ($signed(opa_r) < 0 && $signed(opb_r) >= 0 && $signed(res_comb[W-1:0]) >= 0));
                   if ($signed(opa_r) == $signed(opb_r)) begin
                     e_comb = 1;
                     g_comb = 0;
                     l_comb = 0;
                   end
                   else if ($signed(opa_r) > $signed(opb_r)) begin
                     e_comb = 0;
                     g_comb = 1;
                     l_comb = 0;
                   end
                   else begin
                     e_comb = 0;
                     g_comb = 0;
                     l_comb = 1;
                  end
          end
          default: err_comb = 1;
        endcase
      end
      default: err_comb = 1;
    endcase
  end else begin  
    case (valid_r)
      2'b01: begin  
        case (cmd_r)
          4'b0110:   res_comb = {{W{1'b0}}, ~opa_r};
          4'b1000:  res_comb = {{W{1'b0}}, opa_r >> 1};
          4'b1001:  res_comb = {{W{1'b0}}, opa_r << 1};
          default: err_comb = 1;
        endcase
      end
      2'b10: begin  
        case (cmd_r)
          4'b0111:   res_comb = {{W{1'b0}}, ~opb_r};
          4'b1010:  res_comb = {{W{1'b0}}, opb_r >> 1};
          4'b1011:  res_comb = {{W{1'b0}}, opb_r << 1};
          default: err_comb = 1;
        endcase
      end
      2'b11: begin  
        case (cmd_r)
          4'b0000:   res_comb = {{W{1'b0}}, opa_r & opb_r};
          4'b0001:  res_comb = {{W{1'b0}}, ~(opa_r & opb_r)};
          4'b0010:    res_comb = {{W{1'b0}}, opa_r | opb_r};
          4'b0011:   res_comb = {{W{1'b0}}, ~(opa_r | opb_r)};
          4'b0100:   res_comb = {{W{1'b0}}, opa_r ^ opb_r};
          4'b0101:  res_comb = {{W{1'b0}}, ~(opa_r ^ opb_r)};
          4'b1100: begin  
            if (|opb_r[W-1:SHIFT_W+1])   
              err_comb = 1;
            else begin
              shift_amount = opb_r[SHIFT_W-1:0];
              res_comb = {{W{1'b0}}, (opa_r << shift_amount) | (opa_r >> (W - shift_amount))};
            end
          end
          4'b1101: begin  
            if (|opb_r[W-1:SHIFT_W+1])   
              err_comb = 1;
            else begin
              shift_amount = opb_r[SHIFT_W-1:0];
              res_comb = {{W{1'b0}}, (opa_r >> shift_amount) | (opa_r << (W - shift_amount))};
            end
          end
          default: err_comb = 1;
        endcase
      end
      default: err_comb = 1;
    endcase
  end
end
always @(posedge clock or posedge reset) begin
  if (reset) begin
    RES  <= 0;
    COUT <= 0;
    OV   <= 0;
    G    <= 0;
    L    <= 0;
    E    <= 0;
    ERR  <= 0;
  end else if (CE) begin
    if ((cmd_r == 4'b1010 || cmd_r == 4'b1001) && mode_r) begin
      res_t <= res_comb;
      RES <= res_t;
    end
    else
      RES <= res_comb;
    COUT <= cout_comb;
    OV   <= ov_comb;
    G    <= g_comb;
    L    <= l_comb;
    E    <= e_comb;
    ERR  <= err_comb;
  end
end
endmodule
==> /design/flow/run.sh <==
#!/bin/bash
# OpenROAD 26Q1-2900-gdf79404cd8, Yosys 0.63+post, stock flow scripts
make -C /OpenROAD-flow-scripts/flow DESIGN_CONFIG=/design/flow/config.mk WORK_HOME=/design/flow/orfs finish
==> /design/flow/config.mk <==
export PLATFORM = sky130hd
export DESIGN_NAME = alu_design
export DESIGN_NICKNAME = alu_design
export VERILOG_FILES = /design/flow/design.v
export SDC_FILE = /design/flow/constraint.sdc
export NUM_CORES = 4
export LEC_CHECK = 1
export CORE_UTILIZATION = 50
==> /design/flow/constraint.sdc <==
current_design alu_design

set clk_period 6.4
set clk_io_pct 0.2

create_clock -name clk0 -period $clk_period [get_ports {clock}]

set non_clock_inputs [all_inputs -no_clocks]
set_input_delay [expr $clk_period * $clk_io_pct] -clock clk0 $non_clock_inputs
set_output_delay [expr $clk_period * $clk_io_pct] -clock clk0 [all_outputs]
==> run summary <==
Main metrics from the flow reports.

The run finished with clean final reports. In this run the layout overhead on the synthesized area is reported as 9.93%. In this run the remaining antenna-violating nets after routing total 0. The final standard cell count with taps included and fillers excluded is 1490. The most critical setup path has its startpoint at opb_r[5]. After synthesis, the netlist uses 85 different library cells.

The power dissipated by switching net loads came out at 1300 uW. RePlAce ended its routability-driven mode at a weighted congestion of 1.06. The core region area is 18800 um2. The depth of the worst register-to-register path came out at 17. The post-route netlist has 8.44% of its cells at a drive strength greater than 1. The root buffer cell is sky130_fd_sc_hd__clkbuf_16. Setup repair after global routing left no endpoint under its margin. The number of cells in Yosys stat came out at 1237.

After synthesis, the chip area reported by Yosys is 9600 um2. The global routing usage summed across all routing layers is 38.8%. Counting flops with a built-in enable in the synthesized netlist gives 0. The final routed DRC violation total is 0.

The final route contains 9494 vias. Input and output buffers added on the ports amount to 48. Switching power as a fraction of the total was reported as 51.8%. The maximum resistive drop on vdd came out at 0.129 mV. The maximum number of pins on one net before global-route repair came out at 57. The synthesized area per cell came out at 7.76 um2. The floorplan die area is 19800 um2. The flow reports that combinational logic draws 73.1% of the design power. The number of post-CTS setup repair buffers came out at 0. Per the synth stats, the flop cell with the highest instance count is sky130_fd_sc_hd__dfrtp_1. The total clock sinks is 46.

The path with the worst hold slack has its endpoint at RES[15]. The transition at the pin with the smallest max-transition slack is 0.959 ns. The portion of the clock cycle consumed by the worst path in the final layout is 88.9%.

Per Yosys stat, the portion of area used by sequential elements is 12.0%. The level count of the clock H-tree is 2. The final HPWL from detailed placement came out at 27800 um. The initial antenna violation count is 0.

At the end of the flow the core is filled with cells to 56.2%. STA reports the tightest min-delay check as being of type flip-flop to flip-flop. Counting only logic cells after layout, the most numerous master is sky130_fd_sc_hd__inv_1. The routed design ends up with an antenna cell count of 0.

The average wire per standard cell is 24.0 um. In this run the count of I/O pins placed on the die edge is 49. The maximum fanout along the worst path is 17. The internal power of the cells totals 1210 uW. After technology mapping, the gate count stands at 1237.

Measured along the x axis, the die boundary spans 141 um. The placed cell area is 10400 um2. The final count of negative-setup-slack endpoints came out at 0.

After synthesis the cells add up to 9600 um2. In the setup report, the worst path falls into the class flip-flop to flip-flop. The cell count of the worst hold path came out at 1. The number of placed instances with taps included is 1482. The OpenROAD warning count is 59. As reported, the later end of the worst-skew pair has a clock insertion delay of 0.31 ns. Post-CTS repair ended up resizing 0 cells. The overflow left after global routing came out at 0.

The maximum buffer depth of the clock tree came out at 2. The reg-to-reg startpoint is opb_r[5]. TritonCTS built the clock tree. STA puts the critical path data required time at 6.57 ns.

The final sum of negative setup slack is 0 ns. Counting the warning lines in the Yosys log gives 1. The number of global-route vias before repair came to 9078. The synthesized design contains 46 register bits. The total CTS buffers is 5. For this design the static power due to leakage is 0.00457 uW.

The die height is 141 um. The worst-case reg-to-reg setup slack stands at 0.71 ns. The clock skew came out at 0.0107 ns.

Once layout is done, the placed cells without fillers occupy 10600 um2. The total count of hold-check failures in the final report is 0. The number of design-rule violations left by the first detailed-router iteration is 969. The first global-routing pass estimated 55300 um of wire.

The total power per unit cell area is 237 nW/um2. STA lists the endpoint of the worst register-to-register path as RES[14]. The power report attributes to the clock group a share of 12.7%. The part of the power in registers is 14.2%. In the layout the commonest cells are 123 x sky130_fd_sc_hd__inv_1, 118 x sky130_fd_sc_hd__nor2_1, 118 x sky130_fd_sc_hd__nand2_1. The share of synthesized registers carrying an async set or reset is 100%. The clock-pin slew on the worst setup and hold paths is 0.07 ns. The number of max-capacitance violations reported came out at 0. The peak clock frequency supported by timing is 176 MHz. The post-route minimum period is 5.69 ns. For the worst min-delay path, the startpoint reported by OpenROAD is RES[15].

The final max-slew violation count recorded for this run is 0. The number of cell rows came out at 50. The worst setup path is captured at a flip-flop. The detailed-route wire length is 35800 um.

The headroom to the max-slew limit came out at 36.1%. The core utilization at floorplan came out at 51.1%. The pre-antenna-repair detailed-routing pass consisted of 5 iterations. The worst setup path is launched from a flip-flop. The hold slack is 0.490 ns.

After detailed routing, the number of vias per cell comes to 6.37. The hold buffer count at cts is 0. The worst endpoint data arrival time came out at 5.86 ns.
per-stage QoR:
| step | total power [uW] | worst slack (ns) |
|---|---|---|
| finish | 2500 | 0.708 |
| CTS | 2510 | 0.758 |
| global route | 2730 | 0.436 |
| detailed placement | 2170 | 0.803 |
| global placement | 2180 | 0.897 |
| floorplan | 1630 | 0.790 |
cell families after synthesis:
logic type / share of synthesized area (%)
DFF: 12.0
and+or+nand+nor: 20.0
AOI/OAI and AO/OA: 22.4
xor gates and xnor gates: 7.29
adders and majority gates: 25.1
muxes: 4.51
buffers and inverters: 8.76
power groups by stage:
stage         sequential [uW]  combinational [uW]  clock [uW]
CTS                       354                1830         326
finish                    355                1830         318
global route              359                2030         333
routing by layer:
layer	wire, um	track usage, %
met1	15300	57.4
met2	15100	56.9
met5	0	0
met4	1750	13.9
met3	3660	9.40
worst max path at each step:
stage | endpoint | slack, ns
6_report | RES[14] | 0.71
5_1_grt | RES[14] | 0.44
4_1_cts | RES[14] | 0.76
registers in the layout, summed over array words and instances, names as in the netlist:
signal   flops
E            1
OV           1
opa_r        8
cmd_r        4
opb_r        8
RES         16
ERR          1
G            1
mode_r       1
COUT         1
L            1
valid_r      2
cin_r        1
critical path: stages, from the launching register on:
cell                       delay (ns)
sky130_fd_sc_hd__dfrtp_1         0.73
sky130_fd_sc_hd__clkinv_1        0.48
sky130_fd_sc_hd__xnor2_1         0.57
sky130_fd_sc_hd__nor2_1          0.13
sky130_fd_sc_hd__fa_1            0.48
sky130_fd_sc_hd__fa_1            0.54
sky130_fd_sc_hd__inv_1           0.05
sky130_fd_sc_hd__fa_1            0.46
sky130_fd_sc_hd__fa_1            0.54
sky130_fd_sc_hd__inv_1           0.04
sky130_fd_sc_hd__ha_1            0.34
sky130_fd_sc_hd__o21ai_0         0.18
sky130_fd_sc_hd__o21bai_1        0.07
sky130_fd_sc_hd__a21oi_1         0.17
sky130_fd_sc_hd__xor2_1          0.24
sky130_fd_sc_hd__o22ai_1         0.15
sky130_fd_sc_hd__o21bai_1        0.24
sky130_fd_sc_hd__nand3_1         0.12
Yosys cell counts (16+ instances only):
cell	count	area (um2)
sky130_fd_sc_hd__o21ai_0	56	280
sky130_fd_sc_hd__ha_1	85	1060
sky130_fd_sc_hd__nand2_1	118	443
sky130_fd_sc_hd__a221oi_1	19	166
sky130_fd_sc_hd__a21oi_1	66	330
sky130_fd_sc_hd__nor2b_1	16	100
sky130_fd_sc_hd__clkbuf_1	62	233
sky130_fd_sc_hd__inv_1	124	465
sky130_fd_sc_hd__o22ai_1	17	106
sky130_fd_sc_hd__nor2_1	118	443
sky130_fd_sc_hd__fa_1	67	1340
sky130_fd_sc_hd__xnor2_1	65	569
sky130_fd_sc_hd__nand2b_1	21	131
sky130_fd_sc_hd__nor3_1	24	120
sky130_fd_sc_hd__mux2_2	16	180
sky130_fd_sc_hd__nand3_1	28	140
sky130_fd_sc_hd__dfrtp_1	46	1150
final cells by class:
class	count	area (um2)
Inverter	137	514
Timing Repair Buffer	92	806
Sequential cell	46	1150
Clock inverter	3	43.8
Fill cell	1793	8220
Tap cell	234	293
Multi-Input combinational cell	973	7620
Clock buffer	5	125
Power is estimated from default activity; no workload was simulated.
